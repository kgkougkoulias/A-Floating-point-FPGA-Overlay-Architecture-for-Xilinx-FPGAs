$ cat ./config.mk
export PLATFORM = sky130hd
export DESIGN_NAME = fu_stage
export DESIGN_NICKNAME = fu_stage
export VERILOG_FILES = /design/flow/design.v
export SDC_FILE = /design/flow/constraint.sdc
export NUM_CORES = 4
export LEC_CHECK = 1
export CORE_AREA = 10 10 102 102
export DIE_AREA = 0 0 112 112
$ cat ./design.v
module fu_stage(
    valid_in,
    credit_in,
    data_in,
    done,
    clk,
    rst,
    credit_out,
    data_out,
    valid_out
    );
parameter          ID = 0;
parameter          BITS = (32 + 2);
input              valid_in;
input              credit_in;
input   [BITS-1:0] data_in;
input              clk;
input              rst;
input              done;
output             credit_out;
output  [BITS-1:0] data_out;
output             valid_out;
reg                credit_out;
reg     [BITS-1:0] data_out;
reg                valid_out;
reg          [1:0] state;
always @(posedge clk)
begin: FSM
  if (rst==1'b1) begin
    data_out   <= 0;
    credit_out <= 1'b0;
    valid_out  <= 1'b0;
    state      <= 2'b00;
  end
  else
  begin
    casez({state[1:0], valid_in, credit_in, done})
    5'b00_??1:
      begin
      end
    5'b00_0?0:  
      begin
        valid_out  <= 1'b0;
        credit_out <= 1'b0;
        state      <= 2'b00;
      end
    5'b00_1?0:  
      begin
        valid_out  <= 1'b1;
        credit_out <= 1'b0;
        state      <= 2'b10;  
        data_out   <= data_in;
      end
    5'b01_1??:
      begin
      end
    5'b01_0?1:
      begin
      end
    5'b01_000:  
      begin
        valid_out  <= 1'b0;
        credit_out <= 1'b0;
        state      <= 2'b01;  
      end
    5'b01_010:  
      begin
        valid_out  <= 1'b1;
        credit_out <= 1'b0;
        state      <= 2'b10;  
      end
    5'b10_1?0: 
      begin
      end
    5'b10_0?0:  
      begin
        valid_out  <= 1'b1;
        credit_out <= 1'b0;
        state      <= 2'b10;  
      end
    5'b10_001:  
      begin
        valid_out  <= 1'b0;
        credit_out <= 1'b1;
        state      <= 2'b11;  
      end
    5'b10_011:  
      begin
        valid_out  <= 1'b0;
        credit_out <= 1'b1;
        state      <= 2'b00;  
      end
    5'b10_101:  
      begin
        valid_out  <= 1'b0;
        credit_out <= 1'b1;
        state      <= 2'b01;  
        data_out   <= data_in;
      end
    5'b10_111:  
      begin
        valid_out  <= 1'b1;
        credit_out <= 1'b1;
        state      <= 2'b10;  
        data_out   <= data_in;
      end
    5'b11_??1:  
      begin
      end
    5'b11_000:  
      begin
        valid_out  <= 1'b0;
        credit_out <= 1'b0;
        state      <= 2'b11;  
      end
    5'b11_010:  
      begin
        valid_out  <= 1'b0;
        credit_out <= 1'b0;
        state      <= 2'b00;  
      end
    5'b11_100:  
      begin
        valid_out  <= 1'b0;
        credit_out <= 1'b0;
        state      <= 2'b01;  
        data_out   <= data_in;
      end
    5'b11_110:   
      begin
        valid_out  <= 1'b1;
        credit_out <= 1'b0;
        state      <= 2'b10;  
        data_out   <= data_in;
      end
    default:
      begin
      end
    endcase
  end
end
endmodule
$ cat ./constraint.sdc
current_design fu_stage

set clk_period 6.6
set clk_io_pct 0.2

create_clock -name clk0 -period $clk_period [get_ports {clk}]

set non_clock_inputs [all_inputs -no_clocks]
set_input_delay [expr $clk_period * $clk_io_pct] -clock clk0 $non_clock_inputs
set_output_delay [expr $clk_period * $clk_io_pct] -clock clk0 [all_outputs]
$ cat ./run.sh
#!/bin/bash
# OpenROAD 26Q1-2900-gdf79404cd8, Yosys 0.63+post, stock flow scripts
make -C /OpenROAD-flow-scripts/flow DESIGN_CONFIG=/design/flow/config.mk WORK_HOME=/design/flow/orfs finish
==> metrics.txt <==
# HELP chip_impl_metric Yosys and OpenROAD flow results
# TYPE chip_impl_metric gauge
chip_impl_info{name="run_status",value="complete, no violations"} 1
chip_impl_metric{name="cellPowerDensity",unit="nW/µm²"} 242.5
chip_impl_info{name="worst_setup_path_start_kind",value="input pin"} 1
chip_impl_metric{name="die_area",unit="µm²"} 12540
chip_impl_info{name="launch_point_of_the_critical_path",value="done"} 1
chip_impl_metric{name="max_slew.worst_pin.slew",unit="ns"} 0.5113
chip_impl_metric{name="holdBufCountCts",unit=""} 0
chip_impl_metric{name="min_period",unit="ns"} 3.092
chip_impl_info{name="holdCritStartpoint",value="data_out[27]$_SDFFE_PP0P_"} 1
chip_impl_metric{name="cts_buffers",unit=""} 5
chip_impl_info{name="worst_path_cell_chain",value="clkdlybuf4s50_1, xor2_1, o211a_1, buf_4, nand2_1, a21oi_1"} 1
chip_impl_metric{name="floorplan.rows",unit=""} 33
chip_impl_metric{name="place_congestion",unit=""} 0.7560
chip_impl_info{name="grt_busiest_layer",value="met2"} 1
chip_impl_metric{name="hold-path-cell-count",unit=""} 2
chip_impl_info{name="most_common_cell",value="nand2_1"} 1
chip_impl_info{name="post_synth_main_logic_family",value="simple AND/OR/NAND/NOR gates"} 1
chip_impl_metric{name="slew_headroom",unit=""} 0.6592
chip_impl_info{name="endpoint_kind",value="register"} 1
chip_impl_metric{name="first_pass_iters",unit=""} 4
chip_impl_metric{name="use_met3",unit=""} 0.02226
chip_impl_info{name="clock_tree_from_tritoncts",value="built"} 1
chip_impl_metric{name="power.sequential.fraction",unit=""} 0.428
chip_impl_metric{name="synth.cellmix.simpleShare",unit=""} 0.2176
chip_impl_metric{name="post_place_setup_slack",unit="ns"} 3.173
chip_impl_metric{name="port_buffers",unit=""} 74
chip_impl_info{name="setup.worst_path.class",value="in2reg"} 1
chip_impl_metric{name="hpwl",unit="µm"} 3315
chip_impl_metric{name="post_synth_instance_area",unit="µm²"} 1495
chip_impl_metric{name="final_layout_size_suffix_gt1_frac",unit=""} 0.05019
chip_impl_metric{name="placeableCoreArea",unit="µm²"} 8217
chip_impl_metric{name="fraction_of_power_spent_switching_nets",unit=""} 0.2201
chip_impl_metric{name="boundary_pins",unit=""} 75
chip_impl_metric{name="fp_util",unit=""} 0.1820
chip_impl_metric{name="die_width",unit="µm"} 112
chip_impl_metric{name="pwr-share-comb",unit=""} 0.154
chip_impl_metric{name="track_usage",unit=""} 0.07220
chip_impl_metric{name="ff2ff_setup_slack",unit="ns"} 4.63
chip_impl_metric{name="die_h",unit="µm"} 112
chip_impl_metric{name="drtAntennaViolNets",unit=""} 0
chip_impl_metric{name="synth.top_cell.area_share",unit=""} 0.5088
chip_impl_metric{name="syn-instance-count",unit=""} 189
chip_impl_metric{name="pwr-share-clk",unit=""} 0.419
chip_impl_metric{name="use_met2",unit=""} 0.1228
chip_impl_metric{name="ys_sh_adder",unit=""} 0
chip_impl_metric{name="synth_seq_share",unit=""} 0.5088
chip_impl_metric{name="clk_path_buf_depth",unit=""} 2
chip_impl_metric{name="post-route-worst-setup-slack",unit="ns"} 3.508
chip_impl_metric{name="post_synth_edffs",unit=""} 0
chip_impl_metric{name="total_switching_power",unit="mW"} 0.1300
chip_impl_metric{name="synth_warnings",unit=""} 1
chip_impl_metric{name="area_taken_by_multi_input_logic_gates",unit="µm²"} 630.6
chip_impl_metric{name="synth-seq-cells",unit=""} 38
chip_impl_metric{name="nFillCells",unit=""} 856
chip_impl_metric{name="ctsResizeCount",unit=""} 0
chip_impl_metric{name="worst_ir_drop_vdd",unit="mV"} 0.08203
chip_impl_metric{name="maximum_number_of_pins_on_one_net_before_global_route_repair",unit=""} 39
chip_impl_metric{name="instances_no_fill",unit=""} 364
chip_impl_metric{name="cts.htree.levels",unit=""} 2
chip_impl_info{name="grt_setup_unrepaired",value="false"} 1
chip_impl_metric{name="area.growth.synth_to_final",unit="%"} 62.93
chip_impl_metric{name="route.detailed.drc",unit=""} 0
chip_impl_metric{name="number_of_pins_with_negative_max_slew_slack_in_the_final_report",unit=""} 0
chip_impl_metric{name="synth_cell_types",unit=""} 25
chip_impl_metric{name="grt_pass1_wl",unit="µm"} 7555
chip_impl_info{name="worst_path_max_delay_cell",value="clkdlybuf4s50_1"} 1
chip_impl_metric{name="via_count",unit=""} 1474
chip_impl_info{name="cts_root_buf",value="clkbuf_8"} 1
chip_impl_metric{name="power.internal",unit="mW"} 0.4607
chip_impl_metric{name="ys_cells",unit=""} 189
chip_impl_info{name="regToRegEndpoint",value="data_out[25]$_SDFFE_PP0P_"} 1
chip_impl_metric{name="synthesis.area_per_instance",unit="µm²"} 7.911
chip_impl_info{name="regToRegStartpoint",value="state[0]$_SDFFE_PP0P_"} 1
chip_impl_info{name="hold_path_class",value="reg2reg"} 1
chip_impl_metric{name="vias_per_inst",unit=""} 4.049
chip_impl_metric{name="maxCapViolations",unit=""} 0
chip_impl_metric{name="clock_skew",unit="ns"} 0.009696
chip_impl_metric{name="cp_slowest_stage_delay",unit="ns"} 0.69
chip_impl_metric{name="grt_antenna_before_repair",unit=""} 0
chip_impl_metric{name="post_synth_xor_area_fraction",unit=""} 0.01172
chip_impl_metric{name="detailed_route_wl",unit="µm"} 4703
chip_impl_metric{name="ys_area",unit="µm²"} 1495
chip_impl_metric{name="worst_path_required_time",unit="ns"} 6.81
chip_impl_metric{name="fmaxAchievable",unit="MHz"} 323.4
chip_impl_metric{name="drt-initial-drc-count",unit=""} 72
chip_impl_info{name="post_synth_most_frequent_cells",value="71 x nand2_1, 39 x a21oi_1, 38 x dfxtp_1"} 1
chip_impl_metric{name="openroad.warnings",unit=""} 25
chip_impl_metric{name="report.final.setup_viol",unit=""} 0
chip_impl_metric{name="reg2regPathDepth",unit=""} 5
chip_impl_metric{name="routedWlPerCell",unit="µm"} 12.92
chip_impl_metric{name="post-route-period-util",unit=""} 0.4685
chip_impl_metric{name="grt_pass1_vias",unit=""} 1429
chip_impl_metric{name="clk_pin_slew",unit="ns"} 0.07
chip_impl_metric{name="hold_viol",unit=""} 0
chip_impl_metric{name="crit_path_max_fanout",unit=""} 19
chip_impl_info{name="netlist.top_cell.by_area",value="dfxtp_1"} 1
chip_impl_info{name="area_leaders",value="dfxtp_1 51%, nand2_1 18%, a21oi_1 13%"} 1
chip_impl_metric{name="dp.cells",unit=""} 356
chip_impl_metric{name="synth_compound_gate_area_share",unit=""} 0.1925
chip_impl_metric{name="cts_sinks",unit=""} 38
chip_impl_metric{name="cp.arrival",unit="ns"} 3.30
chip_impl_metric{name="share_of_flip_flops_with_an_asynchronous_set_or_reset_after_synthesis",unit=""} 0
chip_impl_metric{name="diodes",unit=""} 0
chip_impl_info{name="flop_cell",value="dfxtp_1"} 1
chip_impl_metric{name="final_core_util",unit=""} 0.2965
chip_impl_metric{name="mux_cell_area_share",unit=""} 0
chip_impl_metric{name="setup_total_negative_slack",unit="ns"} 0
chip_impl_info{name="whs_endpoint",value="data_out[27]$_SDFFE_PP0P_"} 1
chip_impl_metric{name="flop_area",unit="µm²"} 760.7
chip_impl_metric{name="clock.latency.late_pin",unit="ns"} 0.29
chip_impl_metric{name="use_met1",unit=""} 0.08973
chip_impl_metric{name="grt_remaining_overflow",unit=""} 0
chip_impl_metric{name="cts_post_setup_buffers_inserted",unit=""} 0
chip_impl_metric{name="p_leak",unit="nW"} 0.8670
[how the worst max path moves through the flow]
stage                                       end  slack (ns)  cells after the start
final                 data_out[25]$_SDFFE_PP0P_        3.51                      6
after global routing   data_out[8]$_SDFFE_PP0P_        3.26                      6
after CTS             data_out[22]$_SDFFE_PP0P_        3.47                      6
[placed cells by master, fill, tap and decap left out, types with 2 or more instances in the layout]
| master | instances |
|---|---|
| clkdlybuf4s50_1 | 74 |
| clkbuf_8 | 6 |
| dfxtp_1 | 38 |
| buf_4 | 3 |
| o21ai_0 | 6 |
| nor2_1 | 3 |
| bufinv_16 | 2 |
| nand2_1 | 71 |
| nor4b_1 | 2 |
| a21oi_1 | 39 |
[critical path: cells and delay by family]
family	cells	cell delay, ns
buffers and inverters	2	1.03
xor gates and xnor gates	1	0.25
AOI/OAI and AO/OA	2	0.62
and+or+nand+nor	1	0.08
[cells by family after synthesis]
logic type                Yosys count
DFF                                38
AOI/OAI and AO/OA                  52
and+or+nand+nor                    80
buffers and inverters              17
xor gates and xnor gates            2
[layer usage]
metal	wire length, µm	part of all wire
met1	1933	0.41
met2	2393	0.51
met3	293	0.062
met4	82	0.017
met5	0	0
[through the flow]
stage	total power, mW	hold WS (ns)	instance area (µm²)
after floorplan	0.2950	0.4218	1495
after global placement	0.3502	0.4412	2293
after detailed placement	0.3511	0.4464	2293
after CTS	0.6068	0.4579	2436
after global routing	0.6241	0.4800	2436
final	0.5907	0.4546	2436
[final cells by class]
type                            count  area share
Clock inverter                      2     0.02465
Tap cell                          105     0.05393
Multi-Input combinational cell    134      0.2589
Inverter                            2    0.003082
Clock buffer                        6     0.03390
Sequential cell                    38      0.3123
Timing Repair Buffer               77      0.3133
[sequential cells by signal (all words and copies together) (netlist names)]
signal      cells
valid_out       1
data_out       34
state           2
credit_out      1
[power groups by stage]
stage	clock network [mW]	registers, mW	logic [mW]
after global routing	0.266	0.255	0.103
after CTS	0.260	0.253	0.0938
final	0.247	0.253	0.0909
Power and IR drop assume default switching activity.
